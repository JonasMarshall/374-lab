### flow/config.mk
export PLATFORM = sky130hd
export DESIGN_NAME = bus_encoder
export DESIGN_NICKNAME = bus_encoder
export VERILOG_FILES = /design/flow/design.v
export SDC_FILE = /design/flow/constraint.sdc
export NUM_CORES = 4
export LEC_CHECK = 1
export CORE_AREA = 10 10 70 70
export DIE_AREA = 0 0 80 80
### flow/constraint.sdc
current_design bus_encoder

set clk_period 2.7
set clk_io_pct 0.2

create_clock -name clk0 -period $clk_period

set non_clock_inputs [all_inputs -no_clocks]
set_input_delay [expr $clk_period * $clk_io_pct] -clock clk0 $non_clock_inputs
set_output_delay [expr $clk_period * $clk_io_pct] -clock clk0 [all_outputs]
### flow/design.v
module bus_encoder #(parameter word_size = 32)(output reg[4:0]Code, output valid_data, input[31:0]Data);
	assign valid_data = |Data;
	always @ (Data)
		begin
			if(Data[23])Code = 23; else
			if(Data[22])Code = 22; else
			if(Data[21])Code = 21; else
			if(Data[20])Code = 20; else
			if(Data[19])Code = 19; else
			if(Data[18])Code = 18; else
			if(Data[17])Code = 17; else
			if(Data[16])Code = 16; else
			if(Data[15])Code = 15; else
			if(Data[14])Code = 14; else
			if(Data[13])Code = 13; else
			if(Data[12])Code = 12; else
			if(Data[11])Code = 11; else
			if(Data[10])Code = 10; else
			if(Data[9])Code = 9; else
			if(Data[8])Code = 8; else
			if(Data[7])Code = 7; else
			if(Data[6])Code = 6; else
			if(Data[5])Code = 5; else
			if(Data[4])Code = 4; else
			if(Data[3])Code = 3; else
			if(Data[2])Code = 2; else
			if(Data[1])Code = 1; else
			Code = 5'bx;
		end
	endmodule
### flow/run.sh
#!/bin/bash
# OpenROAD 26Q1-2900-gdf79404cd8, Yosys 0.63+post, stock flow scripts
make -C /OpenROAD-flow-scripts/flow DESIGN_CONFIG=/design/flow/config.mk WORK_HOME=/design/flow/orfs finish
==> flow_metrics.py <==
# Synthesis and PnR figures
metrics = {
    "routing": {
        "wl_per_cell_um": 11.5,
        "n_antenna_cell": 0,
        "viasPerCell": 3.72,
        "drt_pre_antenna_iters": 4,
        "ant_nets": 0,
        "vias": 536,
        "drc_errors": 0,
        "drt-initial-drc-count": 9,
        "totalWireLength_um": 1650,
    },
    "logic_synthesis": {
        "largest_area_cell": "nor2_1",
        "synth_cell_types": 21,
        "muxShareOfSynthArea": 0,
        "synth_top_cell_by_count": "nor2_1",
        "syn_area_um2": 284,
        "syn_avg_cell_area_um2": 6.17,
        "yosysWarningCount": 1,
        "netlist_logic_family_top": "simple AND/OR/NAND/NOR gates",
        "yosys-stat-area_um2": 284,
        "ys_sh_aoi": 0.330,
        "fa_ha_area_frac": 0,
        "top_area_frac": 0.119,
        "ys_cells": 46,
        "xor_area_frac": 0,
        "syn-instance-count": 46,
        "postSynthSeqShare": 0,
        "common_cells": "9 x nor2_1, 5 x a21oi_1, 4 x inv_1, 4 x nor4_1",
        "top_cells_by_area": "nor2_1 12%, a21oi_1 8.8%, nor4_1 8.8%, nor4_2 8.8%, nor4_4 7.5%",
        "ys_sh_simple": 0.617,
    },
    "floorplan": {
        "fp.coreArea_um2": 3420,
        "fp.dieH_um": 80,
        "top_level_ports": 38,
        "rows": 21,
        "chipArea_um2": 6400,
        "dieWidth_um": 80,
        "fp_util": 0.0832,
    },
    "power_and_ir_drop": {
        "max-vdd-ir-drop_mv": 0.0310,
        "p_per_area_nw_per_um2": 106,
        "p_leak_nw": 0.371,
        "power.total_mw": 0.0894,
    },
    "place": {
        "post-place-ws_ns": -0.276,
        "port_buffers": 38,
        "place_area_um2": 820,
        "dp_hpwl_um": 1540,
        "gp_congestion": 0.839,
    },
    "sta": {
        "setup_ws_ns": 0.0768,
        "tns_ns": 0,
        "maxSlewViolCount": 0,
        "clock.fmax_ghz": 0.381,
        "final-setup-viol-count": 0,
        "hold_viol": 0,
        "tightestPinTransition_ns": 0.296,
        "rsz0062_at_grt": "true",
        "max_slew_margin": 0.800,
        "fin_crit_sh": 0.972,
        "min_period_ns": 2.62,
    },
    "run": {
        "drv_cap": 0,
        "warnings": 33,
    },
    "worst_setup_path": {
        "crit_top_cell": "clkdlybuf4s50_1",
        "crit_required_ns": 2.16,
        "worst_ep_arrival_time_ns": 2.08,
        "cpMaxStageDelayCell": "clkdlybuf4s50_1",
        "worstPathMaxFanout": 2,
        "path_delay_family": "buffers and inverters",
        "criticalPathCategory": "input port to output port",
        "cp-end-kind": "output port",
        "path_buffers": 3,
        "max_stage_delay_ns": 0.49,
        "worstPathCellList": "clkdlybuf4s50_1 > buf_4 > nor2_1 > o31ai_1 > a211oi_1 > o21ai_1 > clkdlybuf4s50_1",
        "crit_path_start_kind": "input port",
    },
    "global_route": {
        "grtUsageTotal": 0.0513,
        "grt_pass1_wl_um": 2750,
        "grt_remaining_overflow": 0,
        "antenna_found_initial": 0,
        "grt_pass1_vias": 589,
        "grt_max_degree": 5,
    },
    "finish": {
        "drive_above_1_share": 0.204,
        "areaGrowthSynthToFinish_pct": 197,
        "clkbuf_count": 0,
        "stdcell_area_um2": 845,
        "fill_cells": 384,
        "seq_cells": 0,
        "regArea_um2": 0,
        "post-route-util": 0.247,
    },
    "hold_path": {
        "min_path_type": "input port to output port",
    },
    "status": {
        "status": "complete, no violations",
    },
}
==> layout make-up <==
class                           instances  area [µm²]  share of cell area
Timing Repair Buffer                   52         490               0.581
Tap cell                               46        57.6              0.0681
Inverter                                4        15.0              0.0178
Multi-Input combinational cell         42         282               0.333
==> path summary, 6_finish.rpt <==
check / slack [ns] / startpoint / depth (start not counted) / endpoint
min: 1.59 / Data[16] / 5 / Code[0]
max: 0.08 / Data[3] / 7 / Code[1]
==> cell usage in the layout (no fill, tap or decap) <==
master / synthesis / final
o311ai_1: 0 / 1
nor4_4: 1 / 1
nand2b_1: 3 / 3
or4b_1: 1 / 1
clkdlybuf4s50_1: 0 / 21
nor4_2: 2 / 3
nor2_1: 9 / 9
o31ai_1: 1 / 1
nand4_1: 1 / 1
o21ai_0: 1 / 1
o21ai_1: 1 / 1
o41ai_1: 1 / 1
nand2_1: 3 / 3
buf_6: 0 / 1
a2111oi_2: 0 / 1
a21oi_1: 5 / 5
a211oi_1: 2 / 2
buf_4: 0 / 13
nor2b_1: 1 / 1
nor4_1: 4 / 3
inv_1: 4 / 4
dlymetal6s2s_1: 0 / 7
dlygate4sd2_1: 0 / 9
o311a_1: 1 / 1
or3_1: 2 / 2
buf_2: 0 / 1
nand3_1: 1 / 1
==> layer usage <==
layer | share of wire | GRT usage
met1 | 0.41 | 0.0633
met2 | 0.48 | 0.0883
met3 | 0.11 | 0.0182
met4 | 0 | 0
met5 | 0 | 0
==> cells by family after synthesis <==
| family | Yosys count |
|---|---|
| buffers and inverters | 4 |
| AOI/OAI and AO/OA | 14 |
| and+or+nand+nor | 28 |
==> report_power, final <==
group,internal [mW],total (mW),switching (mW)
Combinational,0.0582,0.0894,0.0312
Clock,0,0,0
Sequential,0,0,0
Total,0.0582,0.0894,0.0312
==> stage by stage <==
stage | hold WS, ns | std cells
final | 1.59 | 144
after detailed placement | 2.10 | 143
after floorplan | 1.11 | 46
after global placement | 2.08 | 143
after global routing | 1.67 | 144
after CTS | 1.61 | 144
==> timing repair <==
action	CTS	global route
buffers inserted	1	0
resized	16	8
setup endpoints to repair	5	4
pin swaps	5	4
hold endpoints to repair	0	0
hold buffers	0	0
