===== flow/design.v =====
module MDMux (input [31:0] bus_mux_out, mdata_in, input sel, output [31:0] md_mux_out);
	assign md_mux_out = sel ? mdata_in:bus_mux_out;
endmodule

===== flow/run.sh =====
#!/bin/bash
# OpenROAD 26Q1-2900-gdf79404cd8, Yosys 0.63+post, stock flow scripts
make -C /OpenROAD-flow-scripts/flow DESIGN_CONFIG=/design/flow/config.mk WORK_HOME=/design/flow/orfs finish

===== flow/config.mk =====
export PLATFORM = sky130hd
export DESIGN_NAME = MDMux
export DESIGN_NICKNAME = MDMux
export VERILOG_FILES = /design/flow/design.v
export SDC_FILE = /design/flow/constraint.sdc
export NUM_CORES = 4
export LEC_CHECK = 1
export CORE_AREA = 10 10 70 70
export DIE_AREA = 0 0 80 80

===== flow/constraint.sdc =====
current_design MDMux

set clk_period 1.0
set clk_io_pct 0.2

create_clock -name clk0 -period $clk_period

set non_clock_inputs [all_inputs -no_clocks]
set_input_delay [expr $clk_period * $clk_io_pct] -clock clk0 $non_clock_inputs
set_output_delay [expr $clk_period * $clk_io_pct] -clock clk0 [all_outputs]

==> flow_summary_export.csv <==
group,metric,value,unit
pwr,power,594,uW
final_timing,relSlewSlack,93.3,%
synthesis,synth.area.mux_share,86.9,%
synthesis,ys_area,544,um^2
final_timing,rsz0062_at_grt,"true",
cells_and_area,drive_above_1_share,52.6,%
final_timing,max_freq,910,MHz
setup_path,worstSetupPathType,"in2out",
clock_network,post-cts-setup-buffers,0,
setup_path,setup.worst_path.start,"sel",
global_route,grt_use_total,7.97,%
setup_path,crit_family,"buffers and inverters",
floorplan,fp-row-count,21,
clock_network,postCtsHoldBufs,0,
route,drtIter0Drc,8,
route,first_pass_iters,2,
route,drt-vias-per-instance,3.85,
global_route,grt_pass1_vias,807,
route,antenna_left,0,
floorplan,die_area,0.00640,mm^2
setup_path,slowest_delay,0.30,ns
final_timing,slew_viol_final,0,
synthesis,syn_area_per_cell,15.1,um^2
cells_and_area,nClkBuffers,0,
placed_design,post-place-ws,-0.502,ns
setup_path,endpoint_kind,"primary output",
setup_path,cpMaxStageDelayCell,"mux2_4",
setup_path,required,0.80,ns
floorplan,core_region_area,0.00342,mm^2
synthesis,synthXorXnorAreaFrac,0,%
synthesis,syn_inst,36,
placed_design,place_area,0.00154,mm^2
hold_path,worstHoldStart,"bus_mux_out[22]",
route,remaining_drc_errors,0,
setup_path,crit_chain,"buf_12, clkbuf_16, mux2_4, buf_6",
setup_path,worstPathMaxFanout,6,
pwr,power.density,388,mW/mm^2
route,antenna_cells,0,
cells_and_area,final_cells,181,
floorplan,die_h,80,um
global_route,grt_first_pass_wirelength,4.15,mm
synthesis,topCellsByArea,"mux2_4, buf_12, mux2_2, buf_6",
cells_and_area,layout_top_cells,"dlygate4sd2_1, mux2_4, buf_6",
cells_and_area,final_common_cell,"dlygate4sd2_1",
setup_path,critPathBufInv,3,
final_timing,setup-violations-final,32,
synthesis,yosysWarnings,0,
synthesis,yosys.area.top_type_share,82.8,%
cells_and_area,flops,0,
final_timing,finalHoldViolCount,0,
synthesis,yosysCellCount,36,
setup_path,crit_arrival,0.90,ns
synthesis,synth_cell_type_count,4,
placed_design,dpl.cell_count,177,
floorplan,fp_util,15.9,%
synthesis,yosysTopAreaCell,"mux2_4",
status,violations,"setup timing",
synthesis,ys_sh_simple,0,%
final_timing,hold_ws,0.794,ns
global_route,grt_max_degree,10,
route,wire_per_inst,15.4,um
final_timing,period_used_share,110,%
final_timing,fin_ws,-0.0986,ns
synthesis,synth_area,544,um^2
global_route,overflow,0,
synthesis,ys_sh_aoi,0,%
pwr,p_leak,0.840,nW
synthesis,synth_seq_share,0,%
final_timing,final.min_clock_period,1.10,ns
floorplan,dieWidth,80,um
route,vias,697,
cells_and_area,final_area,0.00153,mm^2
run,cap_violations,0,
status,outcome,"finished with violations",
route,drt_wl_total,2.79,mm
final_timing,worst_pin_slew,0.101,ns
placed_design,place_congestion,0.786,
synthesis,top_logic_kind,"multiplexers",
placed_design,io_buffers,97,
global_route,antenna_found_initial,0,
cells_and_area,syn2layout_area_growth,182,%
placed_design,hpwlAfterDp,2.39,mm
run,tool_warnings,34,
synthesis,ys_sh_adder,0,%
setup_path,start_kind,"primary input",
floorplan,io_pins,97,
cells_and_area,regArea,0,um^2
hold_path,hold_class,"in2out",
pwr,ir_drop,0.180,mV
## cell type report
| type | count | area, um^2 |
|---|---|---|
| Fill cell | 362 | 1880 |
| Multi-Input combinational cell | 32 | 480 |
| Tap cell | 46 | 57.6 |
| Timing Repair Buffer | 103 | 995 |
## report_power, final
group | switching (mW) | internal, mW
clock network | 0 | 0
registers | 0 | 0
logic | 0.133 | 0.461
## path summary, 6_finish.rpt
check	end	depth (start not counted)
worst min-delay path	md_mux_out[22]	3
worst max-delay path	md_mux_out[20]	4
## layer usage
metal  wire length (um)  GRT usage [%]  vias up  part of all wire (%)
li1                   -              -      340                     -
met1               1130           9.36      306                    41
met2               1340           14.0       51                    48
met3                318           3.18        0                    11
met4                  0              0        0                     0
met5                  0              0        -                     0
## worst min-delay path, cell delays in order
cell	delay, ns
dlygate4sd2_1	0.19
mux2_4	0.12
buf_2	0.08
## synthesized netlist by cell type
master,count
buf_12,3
mux2_4,30
mux2_2,2
buf_6,1
## stage by stage
stage | util (%) | TNS, ns
after global placement | 45.0 | -15.25
final | 44.9 | -2.44
after detailed placement | 45.0 | -15.32
after floorplan | - | 0
after global routing | 44.9 | -3.00
after CTS | 44.1 | -2.53
## logic make-up (layout without fill, tap and decap cells)
logic type,count (synthesis),count (layout)
buffers and inverters,4,103
multiplexers,32,32
## repair_timing
item,in CTS,in global routing
gates cloned,3,1
pin swaps,0,0
hold endpoints to repair,0,0
setup endpoints to repair,32,32
gates resized,186,0
Power figures rest on the tool's default switching activity, not on a simulated workload.
